==> flow/design.v <==
`timescale 1ns / 1ps
module instruction_memory(instr,read_address);
input [31:0]read_address;
output reg[31:0]instr;
wire [31:0]mem[31:0];
assign mem[0]=32'b000000_00001_00010_00011_00000_100000; 
assign mem[4]=32'b000000_00101_00110_00111_00000_100010;
assign mem[8]=32'b000000_01001_01010_01011_00000_100100;
assign mem[12]=32'b000000_01100_01101_01110_00000_100101;
assign mem[16]=32'b000000_01111_10001_10010_00001_101010;
assign mem[20]=32'b000000_10011_10101_10110_00001_101011;
assign mem[24]=32'b000000_10111_11001_11010_00000_101110;
assign mem[28]=32'b000000_11011_11101_11110_00001_110000;
always@(*)
begin
instr<=mem[read_address];
end
endmodule
==> flow/run.sh <==
#!/bin/bash
# OpenROAD 26Q1-2900-gdf79404cd8, Yosys 0.63+post, stock flow scripts
make -C /OpenROAD-flow-scripts/flow DESIGN_CONFIG=/design/flow/config.mk WORK_HOME=/design/flow/orfs finish
==> flow/config.mk <==
export PLATFORM = sky130hd
export DESIGN_NAME = instruction_memory
export DESIGN_NICKNAME = instruction_memory
export VERILOG_FILES = /design/flow/design.v
export SDC_FILE = /design/flow/constraint.sdc
export NUM_CORES = 4
export LEC_CHECK = 1
export CORE_AREA = 10 10 70 70
export DIE_AREA = 0 0 80 80
==> flow/constraint.sdc <==
current_design instruction_memory

set clk_period 2.5
set clk_io_pct 0.2

create_clock -name clk0 -period $clk_period

set non_clock_inputs [all_inputs -no_clocks]
set_input_delay [expr $clk_period * $clk_io_pct] -clock clk0 $non_clock_inputs
set_output_delay [expr $clk_period * $clk_io_pct] -clock clk0 [all_outputs]
==> run summary <==
Flow results follow.

The mean instance size in the synthesized netlist is 5.873 um^2. The data arrival time reported for the critical path is 1.96 ns. The I/O pin count is 64.

The number of fillers in the final layout is ~400. The cell type that accounts for the most area after synthesis is sky130_fd_sc_hd__buf_4. The number of detailed-route iterations in the first pass is 2. The final total power is 0.00006157 W. The leakage power figure is 0.2726 nW. The largest net degree at the start of global routing is 7.

Setup repair after global routing could not meet its margin everywhere. The worst hold slack is 1.697 ns. Dividing the detail-routed wire length by the instance count gives 8.765 um. The number of warnings reported in the stage logs is 60. Summing all non-filler instances in the final layout gives an area of 575.6 um^2. The floorplan core density is 0.08425. The placement stage leaves a total instance area of 555.5 um^2.

The critical path start-end classification is in -> out. Looking at the VDD voltage map, the peak drop is 13.71 uV. Detailed routing inserted a total of 315 vias.

The residual overflow from global routing is 0. The final design utilization is 0.1685. The number of placement rows is 21. The total placed cells including tap cells is 119. The number of vias per cell is 2.647. The layout has 0 clock buffers.

OpenSTA lists the critical path startpoint as read_address[1]. The count of nets left with antenna violations once routing finished came out at 0. The area taken by flip-flops and latches is 0 um^2. Hold-check failures listed in the final report amount to 0. After detailed routing, the number of remaining DRC violations is 0. The flow measured a signed area growth from synthesis to layout of 100.0%. The type of origin of the critical path is a primary input. The post-cts hold-fix buffer tally is 0.

Dividing total power by cell area gives a power density of 107.0 nW/um^2. The final antenna diode count is 0. Summing all multi-input logic gate instances after layout gives 188.9 um^2. After the flow finishes, the layout carries non-filler instances totaling around 120. The final max-slew violation count recorded for this run is 0.

For this run, the register share of the synthesized area comes to 0. The netlist area before placement is 287.8 um^2. The via count of the first global-routing pass was 333. The number of instances in the synthesized netlist is around 50.

The flip-flop and latch count is 0. The number of input and output port buffers inserted is 25. The minimum clock period after layout is 2.458 ns.

The area enclosed by the die boundary is 6400 um^2. The floorplan core area is 3416 um^2. The initial antenna violation count came to 0. The warning count from the yosys run is approximately 770. The final setup violation count is 0. The worst setup path is captured at a primary output. The detailed router finished its first iteration with 3 violations.

The ratio of final minimum period to clock period is 0.9833. The floorplan step set the die height to 80 um. Post-synthesis, Yosys gives the total cell area as 287.8 um^2. OpenSTA lists the critical path endpoint as instr[21]. The die boundary width is 80 um.

According to the hold report, the worst path is of the in -> out type. The total cells reported by yosys after synthesis is ~49. The wire length recorded after detailed routing is 1043 um. At the worst endpoint, the required time is 2.00 ns. Per the final layout report, the fraction of cells sized above drive strength 1 comes to 0.1507. The synthesized netlist contains 18 unique library cells. The overall global routing resource usage is 0.02678. The first global-routing pass estimated 1476 um of wire. For this run, the top clock speed supported by timing is approximately 410 MHz. The detailed placement HPWL is 961.9 um.

The peak fanout along the critical path is 4. After its last routability iteration, the placer logged a weighted congestion of 0.7159. The top cell type's share of synthesized area is 0.4435.

Ranked by total cell area, the synthesized netlist is headed by sky130_fd_sc_hd__buf_4, sky130_fd_sc_hd__nor2_1, sky130_fd_sc_hd__a21oi_1. In this run the maximum-capacitance check reported violations numbering 0. The run finished with clean final reports.
-- cells by family (layout without fill, tap and decap cells) --
kind of cell	Yosys count	in the layout	share of synthesized area
buffers and inverters	22	36	0.5173
other	2	12	0.02610
xor gates and xnor gates	1	1	0.03044
and+or+nand+nor	17	17	0.2870
AOI/OAI and AO/OA	7	7	0.1391
-- final cells by class --
| class | instances | share of cell area |
|---|---|---|
| timing repair buffer | 33 | 0.5522 |
| inverter | 3 | 0.01957 |
| tap | 46 | 0.1000 |
| multi-input combinational | 37 | 0.3283 |
-- synthesized netlist by cell type --
| cell type | count |
|---|---|
| sky130_fd_sc_hd__or3_1 | 1 |
| sky130_fd_sc_hd__a21boi_0 | 1 |
| sky130_fd_sc_hd__buf_2 | 1 |
| sky130_fd_sc_hd__nor3_1 | 1 |
| sky130_fd_sc_hd__conb_1 | 2 |
| sky130_fd_sc_hd__a21oi_1 | 4 |
| sky130_fd_sc_hd__inv_1 | 3 |
| sky130_fd_sc_hd__buf_4 | 17 |
| sky130_fd_sc_hd__o21ai_0 | 1 |
| sky130_fd_sc_hd__nand2b_1 | 3 |
| sky130_fd_sc_hd__or2_0 | 1 |
| sky130_fd_sc_hd__xnor2_1 | 1 |
| sky130_fd_sc_hd__o21a_1 | 1 |
| sky130_fd_sc_hd__clkbuf_2 | 1 |
| sky130_fd_sc_hd__nor2_1 | 6 |
| sky130_fd_sc_hd__and2_1 | 1 |
| sky130_fd_sc_hd__nand2_1 | 3 |
| sky130_fd_sc_hd__or2_1 | 1 |
-- worst min-delay path by stage --
stage          startpoint        to  slack, ns  depth (start not counted)
4_1_cts   read_address[3]  instr[4]       2.03                          4
5_1_grt   read_address[3]  instr[4]       1.74                          4
6_report  read_address[3]  instr[4]       1.70                          4
-- cell usage in the layout (no fill, tap or decap) --
cell and instances:
sky130_fd_sc_hd__xnor2_1 1, sky130_fd_sc_hd__a21boi_1 1, sky130_fd_sc_hd__clkdlybuf4s50_1 22, sky130_fd_sc_hd__conb_1 12, sky130_fd_sc_hd__or3_1 1, sky130_fd_sc_hd__or2_4 1
sky130_fd_sc_hd__nand2b_1 2, sky130_fd_sc_hd__nand2b_4 1, sky130_fd_sc_hd__dlymetal6s2s_1 3, sky130_fd_sc_hd__and2_1 1, sky130_fd_sc_hd__nor2_1 5, sky130_fd_sc_hd__inv_1 3
sky130_fd_sc_hd__nand2_1 3, sky130_fd_sc_hd__nor2_2 1, sky130_fd_sc_hd__buf_4 8, sky130_fd_sc_hd__or2_1 1, sky130_fd_sc_hd__a21oi_1 4, sky130_fd_sc_hd__nor3_1 1
sky130_fd_sc_hd__o21ai_0 1, sky130_fd_sc_hd__o21a_1 1
-- critical path: stages --
cell,delay [ns]
sky130_fd_sc_hd__clkdlybuf4s50_1,0.42
sky130_fd_sc_hd__or2_4,0.27
sky130_fd_sc_hd__or3_1,0.34
sky130_fd_sc_hd__clkdlybuf4s50_1,0.43
-- power by group --
part	internal, W	leakage (nW)	switching, W
clock network	0	0	0
registers	0	0	0
logic	0.0000414	0.273	0.0000202
-- routing by layer --
layer,wire (um),global-route usage
met5,0,0
met4,0,0
met3,132,0.006818
met2,463,0.04976
met1,446,0.03164
-- timing repair --
| item | CTS | global route |
|---|---|---|
| resized | 1 | 7 |
| setup buffers | 0 | 0 |
| endpoints found under the setup margin | 2 | 8 |
-- through the flow --
step,TNS [ns],worst slack (ns)
2_1_floorplan,0,0.8699
3_3_place_gp,-0.01721,-0.01721
3_5_place_dp,-0.04322,-0.02787
4_1_cts,0,0.009168
5_1_grt,-0.007263,-0.007263
6_report,0,0.04173
Power is estimated from default activity; no workload was simulated.
