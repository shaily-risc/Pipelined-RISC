## flow/design.v

```verilog
`timescale 1ns / 1ps
module reg_bank(read_data1,read_data2,read_reg1,read_reg2,write_data,write_reg,clk,wr_en);
input [31:0]write_data;
output reg[31:0]read_data1,read_data2; 
input clk,wr_en; 
input [4:0]read_reg1,read_reg2,write_reg; 
reg [31:0]mem[31:0]; 
initial
begin
mem[0]=32'd1;mem[1]=32'd2;mem[2]=32'd4;mem[3]=32'd6;mem[4]=32'd8;
mem[5]=32'd9;mem[6]=32'd10;mem[7]=32'd11;mem[8]=32'd12;mem[9]=32'd13;
mem[10]=32'd14;mem[11]=32'd15;mem[12]=32'd16;mem[13]=32'd17;mem[14]=32'd18;
mem[15]=32'd19;mem[16]=32'd20;mem[17]=32'd21;mem[18]=32'd22;mem[19]=32'd23;
mem[20]=32'd24;mem[21]=32'd25;mem[22]=32'd26;mem[23]=32'd27;mem[24]=32'd28;
mem[25]=32'd29;mem[26]=32'd30;mem[27]=32'd31;mem[28]=32'd32;mem[29]=32'd33;
mem[30]=32'd34;mem[31]=32'd35; 
end
always@(*)
begin
if(wr_en==1)
mem[write_reg]<=write_data; 
else      
read_data1<=mem[read_reg1];  
read_data2<=mem[read_reg2]; 
end
endmodule
```

## flow/run.sh

```bash
#!/bin/bash
# OpenROAD 26Q1-2900-gdf79404cd8, Yosys 0.63+post, stock flow scripts
make -C /OpenROAD-flow-scripts/flow DESIGN_CONFIG=/design/flow/config.mk WORK_HOME=/design/flow/orfs finish
```

## flow/config.mk

```make
export PLATFORM = sky130hd
export DESIGN_NAME = reg_bank
export DESIGN_NICKNAME = reg_bank
export VERILOG_FILES = /design/flow/design.v
export SDC_FILE = /design/flow/constraint.sdc
export NUM_CORES = 4
export LEC_CHECK = 1
export CORE_UTILIZATION = 30
```

## flow/constraint.sdc

```tcl
current_design reg_bank

set clk_period 11.4
set clk_io_pct 0.2

create_clock -name clk0 -period $clk_period

set non_clock_inputs [all_inputs -no_clocks]
set_input_delay [expr $clk_period * $clk_io_pct] -clock clk0 $non_clock_inputs
set_output_delay [expr $clk_period * $clk_io_pct] -clock clk0 [all_outputs]
```

==> changes_impl.md <==
### Physical design

- WP data arrival: 6.90 ns
- Max Slew Vio Count: 0
- # rows: 114
- Die height: 316 um
- Vias per cell: 7.32
- Hold buffers post-CTS: 0
- Tmin final: 9.18 ns
- Post-synth EDFFs: 0
- CTS resizes: 0
- Chip Area, Yosys: 0.0296 mm2
- Crit. End Element: output port
- Data required, critical path: 9.12 ns
- Iteration-0 DRC Markers: 4933
- Family with the most delay on the worst path: buffers and inverters
- Power Total: 1.04 mW
- Top cell area share: 53.6%
- VDD IR max: 0.0000124 V
- Leading area contributor after synthesis: dlxtn_1
- Residual DRC: 0
- CP peak stage delay: 1.00 ns
- Die W: 316 um
- Post-Syn Instances: 3171
- Layout cells sized above 1: 10.0%
- Synthesized area: 0.0296 mm2
- Count of unclocked register or latch pins: 1056
- Total congestion overflow: 0
- Num ports: 113
- Total wire length after detailed routing: 202000 um
- Worst path cell trace: buf_4 -> buf_4 -> nand3b_1 -> nor2_4 -> buf_4 -> a22oi_1 -> nand3_1 -> a211oi_1 -> a21oi_1 -> clkdlybuf4s50_1
- Seq cells post-synth: 1056
- Internal: 487 uW
- Cell Type Count: 65
- Drt wl/cell: 44.4 um
- GPL Wtd Cong: 1.10
- Switching power: 548 uW
- Fraction of registers with async set/reset: 0%
- Dpl hpwl: 118000 um
- Peak Freq: 109 MHz
- Top_reg_cell synth: dlxtn_1
- Tot GR Track Use: 40.8%
- Leak: 13.9 nW
- Endpoints left unconstrained: 1088
- Hold WC Path Type: in2out
- Sw Share: 53.0%
- Commonest Layout Cell: dlxtn_1
- Synth warn: 2
- Routed Antenna Nets: 0
- Setup repair after global routing missed its margin: false
- Vias in the first global route: 32000
- Fin crit share: 80.6%
- Initial antenna violation count: 21
- Slew headroom: 1.71%
- Cell count in the Yosys report: 3171
- Crit Path Class: in2out
- Via Count: 33200
- Worst slew pin tran: 1.46 ns
- Most frequent cells in the layout: 1056 x dlxtn_1, 670 x a22oi_1, 190 x buf_4
- Final Setup Violations: 0
- Power per cell area: 31.3 mW/mm2
- Bufs and invs on worst path: 4
- Starting Density: 30.5%
- Post-CTS Setup Bufs: 0
- Post-layout util: 34.0%
- Top cells by area: dlxtn_1 54%, a22oi_1 17%, nand2_1 2.4%
- First-pass GRT wire length: 269000 um
- Max-cap violations: 0
- Largest net degree at the start of global routing: 51
- Avg Synthesized Cell Area: 9.35 um2
- Chip area: 0.100 mm2
- Top cell by count, worst path: buf_4
- Worst-path fanout max: 33
- CP Launch Type: primary input
- I/O Buffers: 112
- Area grow syn2layout: 11.7%
- First-pass DRT Iterations: 9
- Fillcell total: 9981
- Core ar.: 0.0973 mm2
- Status: finished clean
- Slowest cell on crit path: nor2_4
- Sum Neg Setup Slack: 0 ns
- Hold Fails Final Rpt: 0
- Count of tool warnings: 33
==> state kept, by name, indices dropped and copies added, names as in the netlist <==
register,count
read_data1,32
mem,1024
==> stage by stage <==
stage	instance area (um2)	instances	hold slack (ns)	worst slack, ns
after CTS	33100	4524	5.76	2.67
after global placement	33100	4524	5.76	2.70
after floorplan	29600	3171	5.01	5.31
final	33100	4538	5.76	2.22
after detailed placement	33100	4524	5.76	2.68
after global routing	33100	4526	5.82	2.39
==> routing by layer <==
layer / global-route usage (%) / up-vias / part of all wire [%]
met5: 5.30 / - / 0.40
met3: 31.4 / 1465 / 20
li1: - / 12400 / -
met4: 28.1 / 47 / 10
met1: 45.5 / 15400 / 32
met2: 52.4 / 3901 / 37
==> Yosys cell counts (5+ instances only) <==
cell and count:
dlxtn_1 1056, a22oi_1 670, nand2_1 193, buf_2 140, nor2_1 140, nand4_1 108
a22o_1 73, a21oi_1 70, nor3_1 66, mux2i_1 60, a221oi_1 58, clkbuf_1 57
nand3_1 49, o21ai_0 29, and3_1 25, nor2_2 25, a31oi_1 24, a222oi_1 23
nor2b_1 23, nand2b_1 19, mux2_2 16, nor4_1 16, o22a_1 16, a2111oi_0 15
a32oi_1 15, buf_4 15, and2_1 11, buf_1 10, o22ai_1 10, or3_1 10
and4_1 9, o32a_1 9, o32ai_1 8, a211oi_1 7, nand3b_1 7, o2bb2ai_1 7
or4_1 7, a2bb2oi_1 6, nor2_4 6, nor3b_1 6, o211ai_1 6, a32o_1 5
inv_1 5, or3b_1 5
==> final timing paths <==
path | start | end | cells after the start
worst max-delay path | read_reg2[4] | read_data2[6] | 10
worst min-delay path | read_reg2[2] | read_data2[24] | 6
==> cells by family (layout without fill, tap and decap cells) <==
group	Yosys count	in the layout	synth area share, %
and+or+nand+nor	737	737	12.6
muxes	78	78	2.79
buffers and inverters	230	307	3.74
latches	1056	1056	53.6
other	0	14	0
AOI/OAI and AO/OA	1070	1070	27.3
==> power groups by stage <==
stage | logic, mW | registers, mW | clock network (mW)
CTS | 0.616 | 0.372 | 0
global route | 0.659 | 0.397 | 0.00000000335
==> cell type report <==
| class | count | area [um2] | area share [%] |
|---|---|---|---|
| inverter | 6 | 22.5 | 0.0680 |
| sequential | 1056 | 15900 | 47.9 |
| antenna | 14 | 35.0 | 0.106 |
| timing repair buffer | 301 | 2490 | 7.51 |
| tap | 1276 | 1600 | 4.82 |
| multi-input combinational | 1885 | 13100 | 39.6 |
No activity file was given, so power comes from the tool's default toggle rates.
