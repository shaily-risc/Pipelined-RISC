==> ./config.mk <==
export PLATFORM = sky130hd
export DESIGN_NAME = dflipflop23
export DESIGN_NICKNAME = dflipflop23
export VERILOG_FILES = /design/flow/design.v
export SDC_FILE = /design/flow/constraint.sdc
export NUM_CORES = 4
export LEC_CHECK = 1
export CORE_AREA = 10 10 186 186
export DIE_AREA = 0 0 196 196
==> ./constraint.sdc <==
current_design dflipflop23

set clk_period 1.0
set clk_io_pct 0.2

create_clock -name clk0 -period $clk_period [get_ports {clk}]

set non_clock_inputs [all_inputs -no_clocks]
set_input_delay [expr $clk_period * $clk_io_pct] -clock clk0 $non_clock_inputs
set_output_delay [expr $clk_period * $clk_io_pct] -clock clk0 [all_outputs]
==> ./run.sh <==
#!/bin/bash
# OpenROAD 26Q1-2900-gdf79404cd8, Yosys 0.63+post, stock flow scripts
make -C /OpenROAD-flow-scripts/flow DESIGN_CONFIG=/design/flow/config.mk WORK_HOME=/design/flow/orfs finish
==> ./design.v <==
`timescale 1ns / 1ps
module dflipflop23( addp4out23, read_data123, read_data223, signext_out23, instr23, a, c,
                   wr_en23, regdst23, pcsrc23, memtoreg23, mem_read23, memwrite23, alusrc23, aluop23, jump23,
                   addp4out12, read_data112, read_data212, signext_out12, instr12, b, d,
                   wr_en12, regdst12, pcsrc12, memtoreg12, mem_read12, memwrite12, alusrc12, aluop12, jump12,
                   clk);
output reg [31:0]addp4out23,read_data123,read_data223,signext_out23;
output reg [31:0]instr23,a,c;
output reg[1:0]aluop23;
output reg wr_en23,regdst23,pcsrc23,memtoreg23,mem_read23,memwrite23,alusrc23,jump23;
input [31:0]addp4out12,read_data112,read_data212,signext_out12;
input [31:0]instr12,b,d;
input [1:0]aluop12;
input wr_en12,regdst12,pcsrc12,memtoreg12,mem_read12,memwrite12,alusrc12,jump12;
input clk;
always@(posedge clk)
begin
addp4out23<=addp4out12;
read_data123<=read_data112;
read_data223<=read_data212;
signext_out23<=signext_out12;
instr23<=instr12;
a<=b;
c<=d;
wr_en23<=wr_en12;
regdst23<=regdst12;
pcsrc23<=pcsrc12;
memtoreg23<=memtoreg12;
mem_read23<=mem_read12;
memwrite23<=memwrite12;
alusrc23<=alusrc12;
jump23<=jump12;
aluop23<=aluop12;
end
endmodule
==> job_summary.md <==
## Implementation flow summary

| Metric | Value |
|---|---|
| Maximum VDD drop | 1.19 mV |
| CTS tree | done |
| Post-route cell area | 9680 sq um |
| Critical Path AT | 0.97 ns |
| Flops out of synthesis | around 230 |
| Pre-CTS setup slack | -0.0940 ns |
| Clk pin slew, worst setup/hold paths | 0.06 ns |
| HP Start | addp4out12[3] |
| Max-Cap Viols | 0 |
| Post-synth seq share | 100% |
| Crit start category | flip-flop |
| Core area | ~31,000 sq um |
| Area growth syn-to-layout | 107% |
| GRT Util Overall | 10.7% |
| Initial drt markers | 44 |
| Run status | complete, but fails checks |
| Via count | 3,621 |
| Via/cell ratio | 3.17 |
| Filler cell count | approximately 3,100 |
| Initial antenna violation count | 3 |
| Worst Path Required | about 0.8 ns |
| PnR worst setup slack | -0.172 ns |
| Setup Crit Path Kind | flip-flop to output pin |
| Max H-tree Level | 1 |
| Crit end category | output pin |
| Longest Clk Path Bufs | 3 |
| Sum of buffers and inverters on the critical path | 1 |
| Num Clock Sinks | 234 |
| Setup TNS Final | -29.47 ns |
| Drc violations | 0 |
| Cts bufs inserted | 25 |
| Die H | 196 microns |
| Global-route wire length before repair | 29,500 microns |
| Post-Syn Area | around 4700 sq um |
| Slew margin rel. | 88.7% |
| Unrepaired setup endpoints after global routing | true |
| # rows | between 60 and 70 |
| Yosys cell types | 1 |
| I/O pin cnt | 469 |
| DR pass1 iterations | 4 |
| Hold endpoint | addp4out23[3] |
| Hold Fails Final Rpt | 0 |
| Total gr overflow | 0 |
| Yosys stat chip area | approximately 4700 sq um |
| Initial core utilization | roughly 15% |
| Crit path max fanout | 1 |
| Port bufs | between 400 and 500 |
| Postcts setup bufs | 0 |
| Yosys cell count | 234 |
| Syn_area_per_cell | ~20 sq um |
| Resize count post-CTS | 821 |
| Fraction of layout cells with a size suffix above 1 | 43.0% |
| Slowest cell on crit path | dfxtp_2 |
| Util after Layout | 31.7% |
| PwrDens | approximately 2100 nW/um^2 |
| Routed WL | 21,600 microns |
| Detail Route Antenna Nets | 0 |
| CP top delay family | flip-flops |
| HPWL Detailed | 17,900 microns |
| Die extent in x | 196 microns |
| Vias in the first global route | 3,665 |
| Fmax | approximately 850 MHz |
| Final Slew Violations | 0 |
| Comb gates | 0 |
| Hold crit path type | input pin to flip-flop |
| Post-Synthesis Cells | 234 |
| Critical-path cell list | buf_6 |
| Post-DP Area | 9860 sq um |
| Slowest cell delay on critical path | 0.32 ns |
| Routability cong. | 0.860 |
| Hold depth | 1 |
| Crit path time final | roughly 1.2 ns |
| Chip area | 38,400 sq um |
| # hold bufs at CTS | 0 |
| Hold_ws | roughly 0.11 ns |
| Root buffer cell | clkbuf_16 |
| Largest net degree at the start of global routing | 14 |
| Worst Tran Pin Value | 0.169 ns |
| Leakage power | 4.26 nW |
| Comb gate area | 0 sq um |
| WL per Instance | 18.9 microns |
| Ys Warns | 1 |
| Final worst path period share | 117% |
| OpenROAD warnings | 27 |
| Failing checks | setup timing |
| Final setup fails | 234 |
how the worst max path moves through the flow:
stage | to | depth (start not counted) | start | slack (ns)
5_1_grt | c[20] | 1 | c[20] | -0.21
4_1_cts | instr23[23] | 1 | instr23[23] | -0.21
6_report | wr_en23 | 1 | wr_en23 | -0.17
registers in the layout (all words and copies together), names as in the netlist, 2 cells and up:
signal	count
read_data123	32
aluop23	2
addp4out23	32
c	32
read_data223	32
signext_out23	32
instr23	32
a	32
synth_stat cells:
master	number	area [sq um]
dfxtp_1	234	4680
power by group:
part	leakage, nW	switching (W)	internal (W)
clock	0.416	0.00367	0.00556
sequential	1.97	0.000110	0.00984
combinational	1.87	0.000276	0.00113
total	4.26	0.00405	0.0165
through the flow:
step	total power, W	std cells
after floorplan	0.0100	234
after global placement	0.0120	1098
after detailed placement	0.0120	1098
after CTS	0.0210	1141
after global routing	0.0215	1142
final	0.0206	1143
layout by cell type, fill, tap and decap left out:
master	n
buf_2	220
buf_6	14
bufinv_16	2
clkbuf_1	2
clkbuf_16	25
clkbuf_8	6
clkdlybuf4s50_1	234
clkinv_2	4
clkinv_4	1
clkinvlp_4	1
dfxtp_1	189
dfxtp_2	45
diode_2	2
inv_16	1
inv_6	1
cell type report:
cell class | count | area (sq um) | share of cell area (%)
clock inverter | 10 | 125 | 1.29
sequential | 234 | 4740 | 49.0
clock buffer | 33 | 716 | 7.39
tap | 396 | 495 | 5.12
antenna | 2 | 5.00 | 0.0517
timing repair buffer | 468 | 3600 | 37.2
kinds of logic after synthesis:
kind of cell | count (synthesis) | synth area share, %
flops | 234 | 100
routing by layer:
metal  share of wire, %  vias to the layer above  track usage (%)
li1                   -                     1717                -
met1                 36                     1638             12.2
met2                 49                      236             17.7
met3                 13                       28             5.41
met4                2.4                        2             2.60
met5              0.060                        -                0
No activity file was given, so power comes from the tool's default toggle rates.
